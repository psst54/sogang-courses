[flow/run.sh]
#!/bin/bash
# OpenROAD 26Q1-2900-gdf79404cd8, Yosys 0.63+post, stock flow scripts
make -C /OpenROAD-flow-scripts/flow DESIGN_CONFIG=/design/flow/config.mk WORK_HOME=/design/flow/orfs finish
[flow/config.mk]
export PLATFORM = sky130hd
export DESIGN_NAME = bcdToDecimal
export DESIGN_NICKNAME = bcdToDecimal
export VERILOG_FILES = /design/flow/design.v
export SDC_FILE = /design/flow/constraint.sdc
export NUM_CORES = 4
export LEC_CHECK = 1
export CORE_AREA = 10 10 70 70
export DIE_AREA = 0 0 80 80
[flow/constraint.sdc]
current_design bcdToDecimal

set clk_period 1.0
set clk_io_pct 0.2

create_clock -name clk0 -period $clk_period

set non_clock_inputs [all_inputs -no_clocks]
set_input_delay [expr $clk_period * $clk_io_pct] -clock clk0 $non_clock_inputs
set_output_delay [expr $clk_period * $clk_io_pct] -clock clk0 [all_outputs]
[flow/design.v]
`timescale 1ns / 1ps
module bcdToDecimal(
    input A, B, C, D,
    output S0, S1, S2, S3, S4, S5, S6, S7, S8, S9
);
    assign S0 = A | B | C | D;
    assign S1 = A | B | C | ~D;
    assign S2 = B | ~C | D;
    assign S3 = B | ~C | ~D;
    assign S4 = ~B | C | D;
    assign S5 = ~B | C | ~D;
    assign S6 = ~B | ~C | D;
    assign S7 = ~B | ~C | ~D;
    assign S8 = ~A | D;
    assign S9 = ~A | ~D;
endmodule
==> run_results.csv <==
group,metric,value,unit
sta,tns,-0.3660,ns
drt,drtIter0Drc,0,
synthesis,avgSynthCellArea,7.621,um^2
finish,seqCellArea,0,um^2
run_status,status,"complete, but fails checks",
sta,post-route-period-util,114.9,%
placed_design,gp_congestion,0.6794,
critical_path,startpoint_type,"input port",
job,tool_warnings,34,
die,fp.dieH,80,um
drt,dr_total_vias,155,
placed_design,io_buffers,14,
sta,final-hold-violation-count,0,
drt,finalWirelength,540,um
drt,wl_per_cell,7.200,um
finish,area_delta_synth_final,270.2,%
min_path,min_path_type,"input port to output port",
drt,first_pass_iters,1,
global_route,use_met3,0.6818,%
synthesis,syn_area,83.83,um^2
global_route,grt_pass1_vias,141,
global_route,grt_overflow,0,
die,dieArea,6400,um^2
global_route,grt_max_degree,8,
synthesis,yosys.stat.seqShare,0,%
run_status,violations,"setup timing",
critical_path,worst_ep_arrival_time,0.95,ns
global_route,grt_pass1_wl,772,um
power_and_ir_drop,leakagePower,0.1143,nW
critical_path,crit_fanout,4,
drt,n_antenna_cell,0,
sta,fmax,870.7,MHz
sta,slew_headroom,94.20,%
global_route,busiest_layer,"met2",
power_and_ir_drop,power,84.72,uW
power_and_ir_drop,p_per_area,273.0,nW/um^2
finish,drive_gt1_share,58.62,%
synthesis,yosysWarningCount,0,
global_route,track_usage,1.455,%
sta,tightest_slew,0.08701,ns
global_route,met2_usage,2.488,%
finish,ff_count,0,
die,rows,21,
finish,layout_top_cell,"buf_6",
finish,layout_top_cells,"buf_6, nand3b_1, clkbuf_2, buf_2, buf_4",
critical_path,cp.required,0.80,ns
drt,ant_nets,0,
sta,hold_slack,0.6109,ns
die,ios,14,
global_route,use_met1,1.714,%
critical_path,slowest_stage,"or4_4",
die,initCoreUtil,2.454,%
critical_path,path_cells,"buf_8 > or4_4 > buf_6",
critical_path,path_delay_family,"simple AND/OR/NAND/NOR gates",
placed_design,dp_hpwl,479.4,um
finish,nClkBuffers,0,
finish,final_core_util,9.084,%
clocking,cts_hold_buf,0,
sta,final_max_slew_viol_count,0,
sta,setup_viol,3,
critical_path,crit_buf_inv,2,
power_and_ir_drop,ir_drop,0.05275,mV
synthesis,ys_types,8,
job,max_cap_viol_count,0,
global_route,antenna_found_initial,0,
synthesis,ys_cells,11,
die,die_x,80,um
sta,post-route-min-period,1.149,ns
critical_path,slowest_delay,0.52,ns
drt,drc,0,
synthesis,synthCells,11,
synthesis,ys_chip_area,83.83,um^2
die,coreArea,3416,um^2
drt,vias_per_cell,2.067,
sta,finalWorstSetupSlack,-0.1485,ns
sta,grt_setup_unrepaired,"true",
critical_path,end_kind,"output port",
critical_path,path_class,"input port to output port",
-- tightest hold or removal path: stages --
cell and delay (ns):
buf_8 0.08, nand2_1 0.05, clkbuf_2 0.09
-- logic make-up (layout without fill, tap and decap cells) --
kind of cell           count (synthesis)  after routing  synth area share [%]
buffers and inverters                  1             19                 13.43
AND/OR/NAND/NOR                       10             10                 86.57
-- cell usage after synthesis --
cell type / instances / area (um^2)
buf_6: 1 / 11.26
nand2_1: 1 / 3.750
nand2b_1: 1 / 6.260
nand3_1: 1 / 5.000
nand3b_1: 3 / 22.52
or3b_1: 2 / 17.52
or4_1: 1 / 7.510
or4b_1: 1 / 10.01
-- repair_timing --
item | 4_1_cts | 5_1_grt
resized | 47 | 11
pin swaps | 3 | 2
endpoints found under the setup margin | 10 | 6
buffers inserted | 0 | 1
-- through the flow --
step           worst slack, ns  cells  cell area, um^2
2_1_floorplan          0.07854     11            83.83
3_3_place_gp           -0.9045     74            300.3
3_5_place_dp           -0.9054     74            300.3
4_1_cts                -0.1510     74            289.0
5_1_grt                -0.1601     75            310.3
6_report               -0.1485     75            310.3
-- layout make-up --
type,count,area [um^2]
Fill cell,408,3105
Timing Repair Buffer,19,176.4
Multi-Input combinational cell,10,76.32
Tap cell,46,57.56
-- worst paths after layout --
path | from | to | cells past startpoint
max | A | S0 | 3
min | A | S9 | 3
-- layer usage --
metal	share of wire, %	vias up
met1	44	65
li1	-	81
met4	0	0
met2	42	9
met5	0	-
met3	14	0
-- power breakdown --
group          total, mW  internal, mW  switching (mW)  leakage [nW]
registers              0             0               0             0
logic             0.0847        0.0598          0.0250         0.114
clock network          0             0               0             0
No activity file was given, so power comes from the tool's default toggle rates.
