==> design/flow/design.v <==
`timescale 1ns / 1ps
module segment(
    input a, b, c, d,
    output A, B, C, D, E, F, G
);
    assign A = (b & c) | (~a & c) | (a & ~d) | (~b & ~d) | (~a & b & d) | (a & ~b & ~c);
    assign B = (~b & ~d) | (~b & ~c) | (~a & c & d) | (a & ~c & d) | (~a & ~c & ~d);
    assign C = (~c & d) | (~a & d ) | (a & ~b) | ( ~a & b) | (~b & ~c);
    assign D = (~a & c & ~d) | (~b & c & d) | (b & ~c & d) | ( a & b & ~d) | (~b & ~c & ~d);
    assign E = (c & ~d) | (a & c) | (a & b) | (~b & ~d);
    assign F = (a & c) | (a & ~b) | (b & ~d) | (~c & ~d) | (~a & b & ~c);
    assign G = (a & c) | (~b & c) | (a & ~b) | (b & ~c & d) | (~a & b & ~d);
endmodule
==> design/flow/run.sh <==
#!/bin/bash
# OpenROAD 26Q1-2900-gdf79404cd8, Yosys 0.63+post, stock flow scripts
make -C /OpenROAD-flow-scripts/flow DESIGN_CONFIG=/design/flow/config.mk WORK_HOME=/design/flow/orfs finish
==> design/flow/config.mk <==
export PLATFORM = sky130hd
export DESIGN_NAME = segment
export DESIGN_NICKNAME = segment
export VERILOG_FILES = /design/flow/design.v
export SDC_FILE = /design/flow/constraint.sdc
export NUM_CORES = 4
export LEC_CHECK = 1
export CORE_AREA = 10 10 70 70
export DIE_AREA = 0 0 80 80
==> design/flow/constraint.sdc <==
current_design segment

set clk_period 1.1
set clk_io_pct 0.2

create_clock -name clk0 -period $clk_period

set non_clock_inputs [all_inputs -no_clocks]
set_input_delay [expr $clk_period * $clk_io_pct] -clock clk0 $non_clock_inputs
set_output_delay [expr $clk_period * $clk_io_pct] -clock clk0 [all_outputs]
==> metrics.txt <==
# HELP chip_impl_metric Physical implementation figures
# TYPE chip_impl_metric gauge
chip_impl_metric{name="post_cts_hold_fix_buffer_tally",unit=""} 0
chip_impl_info{name="synth.logic.top_family",value="simple AND/OR/NAND/NOR gates"} 1
chip_impl_metric{name="ys_warn_count",unit=""} 0
chip_impl_info{name="unrepaired_setup_endpoints_after_global_routing",value="yes"} 1
chip_impl_metric{name="layout.clock_buffers",unit=""} 0
chip_impl_metric{name="required",unit="ns"} 0.88
chip_impl_metric{name="largest_net_degree_at_the_start_of_global_routing",unit=""} 10
chip_impl_metric{name="placer_congestion",unit=""} 0.742
chip_impl_metric{name="io_pins",unit=""} 11
chip_impl_info{name="timing.critical_path.from_type",value="input pin"} 1
chip_impl_metric{name="dr_total_vias",unit=""} 317
chip_impl_info{name="worstHoldEndpoint",value="F"} 1
chip_impl_metric{name="nFillCells",unit=""} 389
chip_impl_metric{name="transition_time_at_the_pin_with_the_least_slew_margin",unit="ns"} 0.246
chip_impl_metric{name="die_h",unit="um"} 80
chip_impl_metric{name="leakage",unit="nW"} 0.244
chip_impl_metric{name="detailedRoute.firstPassIterationCount",unit=""} 2
chip_impl_metric{name="die_w",unit="um"} 80
chip_impl_metric{name="grt.overflow.total",unit=""} 0
chip_impl_metric{name="warning_count",unit=""} 34
chip_impl_metric{name="post_synth_fa_ha_maj_area_fraction",unit="%"} 0
chip_impl_metric{name="fin_crit_sh",unit="%"} 112
chip_impl_metric{name="post_route_cells_drive_above_1_share",unit="%"} 76.5
chip_impl_metric{name="average_footprint_of_a_synthesized_cell",unit="um^2"} 8.40
chip_impl_metric{name="count_of_nets_left_with_antenna_violations_after_detail_routing",unit=""} 0
chip_impl_metric{name="worstPathMaxFanout",unit=""} 7
chip_impl_metric{name="synthDistinctLibCells",unit=""} 23
chip_impl_info{name="status",value="finished with violations"} 1
chip_impl_metric{name="design_area",unit="um^2"} 589
chip_impl_metric{name="synth.mux.area_fraction",unit="%"} 0
chip_impl_metric{name="yosys.area.top_type_share",unit="%"} 8.65
chip_impl_metric{name="core_area",unit="um^2"} 3420
chip_impl_metric{name="layout.sequential_cells",unit=""} 0
chip_impl_metric{name="final.setup.worst_slack",unit="ns"} -0.129
chip_impl_metric{name="gr-usage-all-layers",unit="%"} 2.61
chip_impl_metric{name="chip_area",unit="um^2"} 6400
chip_impl_metric{name="avgViaCountPerCell",unit=""} 3.27
chip_impl_metric{name="postSynthCellCount",unit=""} 31
chip_impl_metric{name="antenna_found_initial",unit=""} 0
chip_impl_info{name="main_area_contributors_after_synthesis",value="and4b_2, buf_6, a311oi_1, buf_4, nor3b_1"} 1
chip_impl_metric{name="placementRows",unit=""} 21
chip_impl_metric{name="simple_gate_area_share",unit="%"} 51.9
chip_impl_metric{name="drt_iter0_drc",unit=""} 9
chip_impl_info{name="crit_path_end_kind",value="output pin"} 1
chip_impl_info{name="worstHoldPathType",value="in2out"} 1
chip_impl_metric{name="fin_total_pwr",unit="uW"} 196
chip_impl_metric{name="maxClockFrequency",unit="MHz"} 813
chip_impl_metric{name="ys_area",unit="um^2"} 260
chip_impl_metric{name="area_delta_synth_final",unit="%"} 126
chip_impl_metric{name="ys_seq_share",unit="%"} 0
chip_impl_metric{name="drt-wirelength-per-cell",unit="um"} 9.89
chip_impl_metric{name="synth.cellmix.xorXnorShare",unit="%"} 3.37
chip_impl_metric{name="timing.slew.headroom",unit="%"} 83.6
chip_impl_metric{name="insertedDiodeCount",unit=""} 0
chip_impl_metric{name="first_global_vias",unit=""} 284
chip_impl_info{name="hp-start",value="d"} 1
chip_impl_metric{name="setup_total_neg_slack",unit="ns"} -0.565
chip_impl_metric{name="core_util_floorplan",unit="%"} 7.62
chip_impl_info{name="failed_checks",value="negative setup slack"} 1
chip_impl_metric{name="syn-cell-area",unit="um^2"} 260
chip_impl_metric{name="placed_inst_area",unit="um^2"} 450
chip_impl_metric{name="setup_viol",unit=""} 7
chip_impl_metric{name="min_path_cells",unit=""} 3
chip_impl_metric{name="port_buffers",unit=""} 11
chip_impl_metric{name="final_hold_viol_count",unit=""} 0
chip_impl_metric{name="drt-total-wl",unit="um"} 959
chip_impl_info{name="largest_area_cell",value="and4b_2"} 1
chip_impl_metric{name="cp_data_arrival_time",unit="ns"} 1.01
chip_impl_metric{name="power.density_cell_area",unit="nW/um^2"} 333
chip_impl_metric{name="timing.max_cap.violations",unit=""} 0
chip_impl_info{name="setup.worst_path.class",value="in2out"} 1
chip_impl_metric{name="seqCellArea",unit="um^2"} 0
chip_impl_metric{name="route.detailed.drc",unit=""} 0
chip_impl_metric{name="post_synth_ao_oa_area_fraction",unit="%"} 27.4
chip_impl_metric{name="first_pass_grt_wire_length",unit="um"} 1440
chip_impl_metric{name="timing.final.max_slew_violations",unit=""} 0
chip_impl_metric{name="max-vdd-ir-drop",unit="mV"} 0.0452
chip_impl_metric{name="place_hpwl",unit="um"} 608
chip_impl_metric{name="yosys_cells",unit=""} 31
chip_impl_metric{name="finalCriticalPeriod",unit="ns"} 1.23
area by class of cell:
type / count / area [um^2] / area share (%)
timing repair buffer: 24 / 245 / 41.6
multi-input combinational: 25 / 279 / 47.3
inverter: 2 / 7.51 / 1.27
tap: 46 / 57.6 / 9.77
worst max-delay path: stages:
cell	delay, ns
buf_8	0.10
buf_6	0.12
buf_6	0.12
xnor2_2	0.12
a211oi_2	0.20
buf_2	0.12
cell usage in the layout (no fill, tap or decap), types with 2 or more instances in the layout:
| cell type | count |
|---|---|
| a211oi_2 | 2 |
| buf_6 | 12 |
| inv_1 | 2 |
| buf_4 | 2 |
| and4b_2 | 2 |
| o21ai_0 | 2 |
| nor3_2 | 2 |
| buf_2 | 7 |
layer usage:
layer	up-vias	part of all wire (%)	track usage (%)
li1	166	-	-
met1	150	39	2.83
met2	1	59	5.46
met3	0	2.1	0.227
met4	0	0	0
met5	-	0	0
kinds of logic after synthesis:
family	after synthesis
AND/OR/NAND/NOR	15
AND-OR/OR-AND	9
buffers and inverters	6
XOR/XNOR	1
per-stage QoR:
step | setup slack, ns | utilization, % | cells | hold WS [ns]
floorplan | 0.160 | - | 31 | 0.561
global placement | -0.993 | 13.2 | 92 | 1.56
detailed placement | -1.02 | 13.2 | 92 | 1.56
CTS | -0.151 | 15.3 | 96 | 0.728
global route | -0.226 | 17.3 | 97 | 0.746
finish | -0.129 | 17.3 | 97 | 0.733
how the worst max path moves through the flow:
stage | startpoint | endpoint | slack, ns | depth (start not counted)
after global routing | b | D | -0.23 | 5
after CTS | b | D | -0.15 | 5
final | b | A | -0.13 | 6
timing repair:
item | CTS | global route
setup endpoints to repair | 7 | 7
gates resized | 62 | 9
hold endpoints to repair | 0 | 0
setup buffers | 2 | 0
gates cloned | 2 | 1
pin swaps | 7 | 7
power breakdown:
group	switching (mW)	internal [mW]
Combinational	0.0720	0.124
Sequential	0	0
Clock	0	0
Total	0.0720	0.124
Power figures rest on the tool's default switching activity, not on a simulated workload.
