==> ./design.v <==
`timescale 1ns / 1ps
module demux(
    input D, a, b,
    output z0, z1, z2, z3
);
    assign z0 = ~a & ~b & D;
    assign z1 = ~a & b & D;
    assign z2 = a & ~b & D;
    assign z3 = a & b & D;
endmodule
module demux4(
	input S0, S1, S2, S3,
	output Y0, Y1, Y2, Y3, Y4, Y5, Y6, Y7, Y8, Y9, Y10, Y11, Y12, Y13, Y14, Y15
);
	wire t;
	wire demux_0, demux_1, demux_2, demux_3;
    assign t = 1;
    demux entry(t, S0, S1, demux_0, demux_1, demux_2, demux_3);
    demux f0(demux_0, S2, S3, Y0, Y1, Y2, Y3);
    demux f1(demux_1, S2, S3, Y4, Y5, Y6, Y7);
    demux f2(demux_2, S2, S3, Y8, Y9, Y10, Y11);
    demux f3(demux_3, S2, S3, Y12, Y13, Y14, Y15);
endmodule
==> ./run.sh <==
#!/bin/bash
# OpenROAD 26Q1-2900-gdf79404cd8, Yosys 0.63+post, stock flow scripts
make -C /OpenROAD-flow-scripts/flow DESIGN_CONFIG=/design/flow/config.mk WORK_HOME=/design/flow/orfs finish
==> ./config.mk <==
export PLATFORM = sky130hd
export DESIGN_NAME = demux4
export DESIGN_NICKNAME = demux4
export VERILOG_FILES = /design/flow/design.v
export SDC_FILE = /design/flow/constraint.sdc
export NUM_CORES = 4
export LEC_CHECK = 1
export CORE_AREA = 10 10 70 70
export DIE_AREA = 0 0 80 80
==> ./constraint.sdc <==
current_design demux4

set clk_period 1.0
set clk_io_pct 0.2

create_clock -name clk0 -period $clk_period

set non_clock_inputs [all_inputs -no_clocks]
set_input_delay [expr $clk_period * $clk_io_pct] -clock clk0 $non_clock_inputs
set_output_delay [expr $clk_period * $clk_io_pct] -clock clk0 [all_outputs]
==> results.yml <==
# yosys + openroad results
status:
  status: "complete, but fails checks"
  violations: "setup timing"
floorplanning:
  core_um2: 3420
  io_pins: 20
  initial_core_util_pct: 6.63
  chipArea_um2: 6400
  chipWidth_um: 80
  die_height_um: 80
  row_count: 21
drt:
  num_vias: 359
  routed_wl_um: 1460
  route.antenna.remaining_nets: 0
  dr.first_iter.drc_count: 6
  diodes: 0
  drc: 0
  route.met2.wl_um: 553
  first_pass_iters: 3
  m1WireLength_um: 732
  dr_wl_met3_um: 152
  wl_per_cell_um: 13.9
  top_layer_used: "met4"
  viasPerCell: 3.42
setup_path:
  worst_ep_required_time_ps: 800
  critPathSlowestCell: "nor4b_2"
  crit_fanout: 8
  startpoint_type: "input pin"
  path_class: "input pin to output pin"
  crit_path_max_incr_delay_ps: 200
  end_kind: "output pin"
  cp_common_cell: "buf_6"
  worstPathCellList: "buf_8 > buf_6 > buf_6 > buf_6 > nor4b_2 > buf_2"
  arrival_ps: 990
timing:
  fmax_mhz: 839
  worstMarginPinSlew_ps: 218
  slew_headroom_pct: 85.3
  finalCriticalPeriod_ps: 1190
  drv_slew: 0
  setup_violations: 15
  whs_ps: 742
  rsz0062_at_grt: "true"
  post-route-period-util_pct: 119
  report.final.hold_viol_count: 0
  setup_slack_ps: -193
finish:
  n_clock_buffer: 0
  final_cells: 105
  syn_to_final_growth_pct: 225
  drive_above_1_share_pct: 88.1
  seqCellArea_um2: 0
  flop-count: 0
  utilization_pct: 21.5
  lay_top_cells: "buf_2, buf_6, buf_8"
  layout_top_cell: "buf_2"
yosys:
  synth-xor-area-share_pct: 0
  yosys_cells: 20
  yosys-top-cells-area: "nor4b_2, and4bb_2, and4b_1, buf_4, and4bb_1"
  ys_sh_mux_pct: 0
  synth.comb.largest_family: "simple AND/OR/NAND/NOR gates"
  simple_gate_area_share_pct: 86.7
  synth.cellmix.adderShare_pct: 0
  synth_cell_types: 7
  synth_area_um2: 226
  ys_warn_count: 0
  top_cell_area_share_pct: 26.5
  avgSynthCellArea_um2: 11.3
  top_area_cell: "nor4b_2"
  yosysChipArea_um2: 226
  yosys.area_share.aoi_pct: 0
  seq_area_frac_synth_pct: 0
  syn_inst: 20
global_route:
  grt_pass1_vias: 359
  grt_max_degree: 9
  grt_util_all_layers_pct: 4.04
  grt_first_pass_wirelength_um: 2120
  antenna_found_initial: 0
  overflow: 0
power:
  peakVddDrop_mv: 0.124
  power_uw: 255
  leakage_uw: 0.000360
  power_density_nw_per_um2: 346
place:
  io_buffers: 20
  dp_cells: 86
  pre_cts_ws_ps: -835
  dp_hpwl_um: 696
  place.gp.congestion: 0.700
run:
  warning_count: 34
  maxCapViolCount: 0
hold_path:
  hp-class: "input pin to output pin"
## through the flow
stage | TNS [ps] | instance area (um2)
after floorplan | 0 | 226
after global placement | -12330 | 522
after detailed placement | -12430 | 522
after CTS | -1200 | 698
after global routing | -1910 | 736
final | -1470 | 736
## timing repair
action,in CTS,in global routing
hold buffers,0,0
gates resized,92,5
endpoints found under the setup margin,16,14
pin swaps,13,6
gates cloned,4,0
endpoints found under the hold margin,0,0
buffers inserted,11,5
## critical path, delay by kind of cell
kind	cells	cell delay, ps
and+or+nand+nor	1	200
buffers and inverters	5	590
## report_power, final
group          switching (uW)  internal [uW]
registers                   0              0
logic                    83.7            171
clock network               0              0
## path summary, 6_finish.rpt
path                  slack (ps)  cells past startpoint  end  startpoint
worst max-delay path        -190                      6   Y8          S3
worst min-delay path         740                      4   Y0          S1
## cells in the mapped netlist
library cell and instances:
and4bb_2 4, and4b_1 4, and4_1 1, nor4_2 1, and4bb_1 2, buf_4 4, nor4b_2 4
## kinds of logic (layout without fill, tap and decap cells)
kind of cell,after synthesis,in the layout
buffers and inverters,4,43
AND/OR/NAND/NOR,16,16
## cell type report
| type | instances | area, um2 |
|---|---|---|
| fillers | 362 | 2680 |
| repair buffers | 43 | 455 |
| multi-input cells | 16 | 223 |
| well taps | 46 | 57.6 |
## routing by layer
metal / vias to the layer above / track usage [%]
met1: 165 / 6.39
met2: 21 / 4.98
li1: 171 / -
met4: 0 / 0
met3: 2 / 1.82
met5: - / 0
No activity file was given, so power comes from the tool's default toggle rates.
